--- flow/run.sh ---
#!/bin/bash
# OpenROAD 26Q1-2900-gdf79404cd8, Yosys 0.63+post, stock flow scripts
make -C /OpenROAD-flow-scripts/flow DESIGN_CONFIG=/design/flow/config.mk WORK_HOME=/design/flow/orfs finish
--- flow/config.mk ---
export PLATFORM = sky130hd
export DESIGN_NAME = ram
export DESIGN_NICKNAME = ram
export VERILOG_FILES = /design/flow/design.v
export SDC_FILE = /design/flow/constraint.sdc
export NUM_CORES = 4
export LEC_CHECK = 1
export CORE_UTILIZATION = 30
--- flow/constraint.sdc ---
current_design ram

set clk_period 2.7
set clk_io_pct 0.2

create_clock -name clk0 -period $clk_period [get_ports {clk}]

set non_clock_inputs [all_inputs -no_clocks]
set_input_delay [expr $clk_period * $clk_io_pct] -clock clk0 $non_clock_inputs
set_output_delay [expr $clk_period * $clk_io_pct] -clock clk0 [all_outputs]
--- flow/design.v ---
`timescale 1ns / 1ns
module ram(
	input clk,
	input we,
	input  [9:0] addr,
	input  [15:0] data,
	output [15:0] read_bus
);
reg [15:0] ram[31:0];
assign read_bus = ram[addr[3:0]];
always @(posedge clk) if (we)
	ram[addr[3:0]] <= data;
endmodule
module ram_test;
reg clk;
reg fail=0;
integer cc;
initial begin
	for (cc = 0; cc < 33; cc=cc+1) begin
		clk = 0;  #5;
		clk = 1;  #5;
	end
	if (fail) $display("FAIL");
	else $display("PASSED");
end
reg we=0;
reg [9:0] addr=0;
reg [15:0] data=0;
always @(posedge clk) begin
	addr <= cc;
	data <= cc*cc;
	we <= cc<16;
end
wire [15:0] read_bus;
ram ram(clk, we, addr, data, read_bus);
always @(negedge clk) if (~we) begin
	$display("%d %d", addr, read_bus);
	if (read_bus !== addr[3:0]*addr[3:0]) fail=1;
end
endmodule
==> impl_metrics.csv <==
group,metric,value,unit
run_status,status,"finished, final reports clean",
synth,largest_area_cell,"edfxtp_1",
setup_path,start_kind,"primary input",
die,ios,44,
global_routing,global_route.usage.met2,0.216,
synth,synth_cell_types,16,
clock_network,clock_h_tree_levels,1,
layout,ff_latch_area,7690,um2
min_path,min_delay_worst_endpoint,"ram[12][11]",
power,power_after_layout,0.00869,W
setup_path,critical_path.top_delay_family,"buffers and inverters",
place,finalWeightedCongestion,0.840,
clock_network,tritoncts_clock_tree,"built",
synth,synth-edff-count,256,
layout,synthToLayoutAreaGrowth,27.3,%
setup_path,timing.critical_path.slowest_cell_delay,0.46,ns
clock_network,path_clk_slew,0.06,ns
place,place_area,11000,um2
die,chip_area,33000,um2
timing,hold_viol,0,
routing,vias_per_cell,4.81,
setup_path,worst-setup-path-type,"in2out",
timing,period_used_share,0.984,
setup_path,critPathSlowestCell,"clkdlybuf4s50_1",
layout,fill_cells,2702,
timing,final.setup.worst_slack,0.0438,ns
setup_path,critical_path_peak_fanout,8,
routing,detailedRoute.firstIterationViolations,300,
setup_path,setup.worst_path.start,"addr[3]",
synth,synth.top_cells.by_area,"edfxtp_1 (79%), mux4_2 (15%), a22oi_1 (2.5%), nand2_1 (0.66%), clkbuf_1 (0.54%)",
die,initial_utilization,0.306,
setup_path,critPathArrivalTime,2.12,ns
setup_path,timing.critical_path.buf_inv,3,
power,power_density,705,nW/um2
min_path,hold_depth,5,
global_routing,grt_max_degree,22,
global_routing,use_met1,0.166,
synth,proportion_of_synthesized_flip_flops_having_asynchronous_set_or_reset,0,
synth,post_synthesis_cell_count_from_yosys,418,
layout,layout.cell_area.non_filler,12300,um2
clock_network,worst_case_clock_buffer_depth,3,
die,fp_rows,65,
global_routing,met3_usage,0.0951,
routing,route.antenna.diode_count,0,
layout,fraction_of_final_layout_cells_with_drive_strength_greater_than_1,0.400,
global_routing,grt_first_pass_wirelength,31000,um
min_path,hold_class,"in2reg",
routing,ant_nets,0,
layout,final_cell_mix,"edfxtp_1 (256), mux4_2 (64), buf_4 (46)",
run,warning_count,32,
timing,max_slew.worst_pin.slew,0.550,ns
routing,finalWirelength,20600,um
clock_network,cts.sinks,256,
place,buffers_added_on_ports,37,
layout,layout_top_cell_excl_fill_tap,"edfxtp_1",
timing,slew-limit-headroom,0.632,
setup_path,crit_path_cell_trace,"dlygate4sd2_1 -> and2_4 -> bufbuf_16 -> a22oi_1 -> nand2_1 -> clkdlybuf4s50_1",
die,die.size.y,182,um
min_path,worst_hold_startpoint,"addr[0]",
die,die.size.x,182,um
routing,firstDrtPassIters,4,
place,placement.setup.worst_slack,-0.211,ns
timing,maxClockFrequency,0.376,GHz
synth,top_area_frac,0.793,
run,max_cap_viols,0,
timing,drv_slew,0,
die,core-area,31600,um2
setup_path,crit_path_end_kind,"output pin",
global_routing,antenna_found_initial,0,
synth,syn-cell-area,9690,um2
clock_network,clk_root_buffer_cell,"clkbuf_16",
timing,setup_viol,0,
synth,ys.flops,256,
routing,vias,4570,
synth,synth.yosys.warnings,1,
place,place_inst,889,
global_routing,globalRouteOverflowTotal,0,
synth,syn_area_per_cell,23.2,um2
synth,yosys.stat.chipArea,9690,um2
global_routing,grt_pass1_vias,5176,
setup_path,worstPathRequired,2.16,ns
timing,final_period_minus_worst_setup_slack,2.66,ns
place,detailed_place_hpwl,12200,um
routing,drc_errors,0,
routing,routed_wire_length_per_instance,21.6,um
layout,number_of_standard_cells_in_the_layout_taps_in_and_fillers_out,950,
layout,combGateArea,2060,um2
global_routing,gr-max-usage-layer,"met2",
layout,finalCoreUtilization,0.390,
global_routing,globalRouteTotalUtil,0.139,
power,cell_leakage_power,4.02,nW
synth,instance_tally_after_logic_synthesis,418,
power,worst_ir_drop_on_vdd,0.477,mV
synth,synth-seq-area-share,0.793,
clock_network,cts_buffers,26,
layout,largest_register_ffs,256,
synth,most_frequently_used_flop_master_after_synthesis,"edfxtp_1",
worst max-delay path by stage:
| stage | endpoint | slack [ns] | depth (start not counted) |
|---|---|---|---|
| 4_1_cts | read_bus[11] | -0.04 | 6 |
| 5_1_grt | read_bus[2] | -0.001 | 4 |
| 6_report | read_bus[6] | 0.04 | 6 |
layout make-up:
type | count | area share
clock inverters | 15 | 0.0171
multi-input cells | 139 | 0.167
clock buffers | 32 | 0.0546
flip-flops and latches | 256 | 0.623
well taps | 402 | 0.0408
repair buffers | 106 | 0.0966
per-stage QoR:
step           TNS (ns)  hold WS, ns
6_report              0        0.824
5_1_grt        -0.00105        0.845
4_1_cts         -0.0611        0.895
3_5_place_dp      -2.77         1.45
3_3_place_gp      -2.87         1.42
2_1_floorplan         0        0.639
synth_stat cells (2+ instances only):
| cell | instances |
|---|---|
| nor3_1 | 4 |
| buf_4 | 2 |
| clkbuf_1 | 14 |
| nand2b_1 | 2 |
| nor2_1 | 13 |
| nand3b_1 | 2 |
| edfxtp_1 | 256 |
| nor2b_1 | 2 |
| buf_2 | 3 |
| mux4_2 | 64 |
| buf_6 | 4 |
| nand2_1 | 17 |
| a22oi_1 | 32 |
per-layer routing:
layer	share of wire	routed length, um
met5	0	0
met2	0.49	10000
met3	0.14	2820
met1	0.36	7420
met4	0.014	298
cell families (layout without fill, tap and decap cells):
group,count (synthesis),in the layout,synth area share
DFF,256,256,0.793
AOI/OAI and AO/OA,32,32,0.0248
and+or+nand+nor,43,43,0.0199
buffers and inverters,23,153,0.0132
muxes,64,64,0.149
power by group:
group / total, W / switching, W / leakage (nW) / internal (W)
combinational: 0.000561 / 0.000264 / 1.28 / 0.000297
clock: 0.00365 / 0.00140 / 0.423 / 0.00225
sequential: 0.00447 / 0.0000167 / 2.31 / 0.00446
repair_timing:
| action | CTS | global route |
|---|---|---|
| cloned | 4 | 1 |
| setup endpoints to repair | 16 | 15 |
| pin swaps | 3 | 18 |
| setup buffers | 6 | 3 |
| hold buffers | 0 | 0 |
| gates resized | 29 | 30 |
No activity file was given, so power comes from the tool's default toggle rates.
