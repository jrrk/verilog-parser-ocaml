--- /design/flow/run.sh ---
#!/bin/bash
# OpenROAD 26Q1-2900-gdf79404cd8, Yosys 0.63+post, stock flow scripts
make -C /OpenROAD-flow-scripts/flow DESIGN_CONFIG=/design/flow/config.mk WORK_HOME=/design/flow/orfs finish
--- /design/flow/config.mk ---
export PLATFORM = sky130hd
export DESIGN_NAME = FIFO
export DESIGN_NICKNAME = FIFO
export VERILOG_FILES = /design/flow/design.v
export SDC_FILE = /design/flow/constraint.sdc
export NUM_CORES = 4
export LEC_CHECK = 1
export CORE_UTILIZATION = 40
--- /design/flow/constraint.sdc ---
current_design FIFO

set clk_period 3.9
set clk_io_pct 0.2

create_clock -name clk0 -period $clk_period [get_ports {Clk}]

set non_clock_inputs [all_inputs -no_clocks]
set_input_delay [expr $clk_period * $clk_io_pct] -clock clk0 $non_clock_inputs
set_output_delay [expr $clk_period * $clk_io_pct] -clock clk0 [all_outputs]
--- /design/flow/design.v ---
module FIFO(  Clk,
              RstN,
              Data_In,
              FClrN,
              FInN,
              FOutN,
              F_Data,
              F_FullN,
              F_LastN,
              F_SLastN,
              F_FirstN,
              F_EmptyN
           );
input                       Clk;       
input                       RstN;      
input [(32-1):0]       Data_In;   
input                       FInN;      
input                       FClrN;     
input                       FOutN;     
output [(32-1):0]      F_Data;    
output                      F_FullN;   
output                      F_EmptyN;  
output                      F_LastN;   
output                      F_SLastN;  
output                      F_FirstN;  
reg                F_FullN;
reg                F_EmptyN;
reg                F_LastN;
reg                F_SLastN;
reg                F_FirstN;
reg    [2:0]       fcounter;     
reg    [(2-1):0]   rd_ptr;       
reg    [(2-1):0]   wr_ptr;       
wire   [(32-1):0]    FIFODataOut;  
wire   [(32-1):0]    FIFODataIn;   
wire   ReadN  = FOutN;
wire   WriteN = FInN;
assign F_Data     = FIFODataOut;  
assign FIFODataIn = Data_In;     
    FIFO_MEM_BLK memblk(.clk(Clk),
                        .writeN(WriteN),
                        .rd_addr(rd_ptr),
                        .wr_addr(wr_ptr),
                        .data_in(FIFODataIn),
                        .data_out(FIFODataOut)
                       ); 
    always @(posedge Clk or negedge RstN)
    begin
       if(!RstN) begin
           fcounter    <= 0;
           rd_ptr      <= 0;
           wr_ptr      <= 0;
       end
       else begin
           if(~FClrN ) begin
               fcounter    <= 0;
               rd_ptr      <= 0;
               wr_ptr      <= 0;
           end
           else begin
               if(~WriteN) 
                   wr_ptr <= wr_ptr + 1;
               if(~ReadN)
                   rd_ptr <= rd_ptr + 1;
               if(~WriteN && ReadN && F_FullN) 
                   fcounter <= fcounter + 1;
               else if(WriteN && ~ReadN && F_EmptyN)
                   fcounter <= fcounter - 1;
          end
       end
    end
    always @(posedge Clk or negedge RstN)
    begin
       if(!RstN)
          F_EmptyN <= 1'b0;
       else begin
          if(FClrN==1'b1) begin
             if(F_EmptyN==1'b0 && WriteN==1'b0)
                 F_EmptyN <= 1'b1;
             else if(F_FirstN==1'b0 && ReadN==1'b0 && WriteN==1'b1)
                 F_EmptyN <= 1'b0;
          end
          else
             F_EmptyN <= 1'b0;
       end
    end
    always @(posedge Clk or negedge RstN)
    begin
       if(!RstN)
          F_FirstN <= 1'b1;
       else begin
          if(FClrN==1'b1) begin
             if((F_EmptyN==1'b0 && WriteN==1'b0) ||
                (fcounter==2 && ReadN==1'b0 && WriteN==1'b1))
                 F_FirstN <= 1'b0;
             else if (F_FirstN==1'b0 && (WriteN ^ ReadN))
                 F_FirstN <= 1'b1;
          end
          else begin
             F_FirstN <= 1'b1;
          end
       end   
    end   
    always @(posedge Clk or negedge RstN)
    begin
       if(!RstN)
          F_SLastN <= 1'b1;
       else begin
          if(FClrN==1'b1) begin
             if( (F_LastN==1'b0 && ReadN==1'b0 && WriteN==1'b1) || 
                 (fcounter == (4-3) && WriteN==1'b0 && ReadN==1'b1))
                 F_SLastN <= 1'b0;
             else if(F_SLastN==1'b0 && (ReadN ^ WriteN) )
                 F_SLastN <= 1'b1;
          end
          else
             F_SLastN <= 1'b1;
       end
    end 
    always @(posedge Clk or negedge RstN)
    begin
       if(!RstN)
          F_LastN <= 1'b1;
       else begin
          if(FClrN==1'b1) begin
             if ((F_FullN==1'b0 && ReadN==1'b0)  ||
                 (fcounter == (4-2) && WriteN==1'b0 && ReadN==1'b1))
                 F_LastN <= 1'b0;
             else if(F_LastN==1'b0 && (ReadN ^ WriteN) )
                 F_LastN <= 1'b1;
          end
          else
             F_LastN <= 1'b1;
       end
    end
    always @(posedge Clk or negedge RstN)
    begin
       if(!RstN)
           F_FullN <= 1'b1;
       else begin
           if(FClrN==1'b1)  begin
               if (F_LastN==1'b0 && WriteN==1'b0 && ReadN==1'b1)
                    F_FullN <= 1'b0;
               else if(F_FullN==1'b0 && ReadN==1'b0)
                    F_FullN <= 1'b1;
           end
           else
               F_FullN <= 1'b1;
       end
    end
endmodule
module FIFO_MEM_BLK( clk,
                     writeN,
                     wr_addr,
                     rd_addr,
                     data_in,
                     data_out
                   );
input                    clk;        
input                    writeN;     
input  [(2-1):0]  wr_addr;    
input  [(2-1):0]  rd_addr;    
input  [(32-1):0]   data_in;    
output [(32-1):0]   data_out;   
wire   [(32-1):0] data_out;  
reg    [(32-1):0] FIFO[0:(4-1)];
assign data_out  = FIFO[rd_addr];
always @(posedge clk)
begin
   if(writeN==1'b0)
      FIFO[wr_addr] <= data_in;
end
endmodule
==> flow_summary_export.csv <==
group,metric,value,unit
floorplanning,num_rows,42,
setup_path,start_kind,"register",
cells_and_area,most-common-layout-cells,"128 x edfxtp_1, 73 x clkdlybuf4s50_1, 29 x mux4_2, 17 x clkbuf_16, 10 x ha_1",
route,drt.antenna.violating_nets,0,
cts,cts_buffers,17,
placed_design,gp_congestion,0.817,
global_routing,grt_pass1_vias,2812,
route,drtIter0Drc,175,
cells_and_area,synthToLayoutAreaGrowth,28.8,%
floorplanning,die_h,118,um
floorplanning,io_pins,74,
cts,cts_resized,0,
sta,fin_crit,3.12,ns
flow_run,warnings,32,
power,worst_ir_drop_vdd,0.367,mV
cts,cts_root_buffer,"clkbuf_16",
sta,setup_viol,0,
route,drc,0,
global_routing,grt_use_total,0.150,
floorplanning,initial_core_util,0.409,
setup_path,cp.required,3.12,ns
power,p_seq_frac,0.483,
yosys,ys_ff,140,
cts,clock.latency.late_pin,0.41,ns
cts,clk_pin_slew,0.05,ns
yosys,yosysWarnings,2,
global_routing,grt_max_degree,29,
cts,cts_setup_buffers,0,
cts,clock_path_buffers,2,
sta,setup-tns-final,0,ns
sta,setup_slack,0.782,ns
yosys,top_area_frac,0.709,
cts,ctsHoldBuffers,0,
yosys,top_cells_by_area,"edfxtp_1 71%, mux4_2 12%, dfrtp_1 3.7%",
route,met3_length,1000,um
cts,cts_tree,"built",
cells_and_area,layout.cells.most_common,"edfxtp_1",
power,p_leak,2.33,nW
floorplanning,chipArea,14000,um2
power,power_switching,0.711,mW
yosys,netlist_area,5420,um2
setup_path,worstSetupPathType,"reg2out",
power,combPwrFrac,0.088,
sta,tightest_slew,0.755,ns
run_status,status,"completed",
setup_path,cp_max_fo,21,
sta,rsz0062_at_grt,"no",
min_path,worstHoldPathType,"reg2reg",
floorplanning,die_w,118,um
global_routing,grt_remaining_overflow,0,
route,n_antenna_cell,0,
route,top_layer_used,"met4",
yosys,synth_cell_types,38,
power,clockPowerShare,0.429,
global_routing,grt_pass1_wl,14600,um
placed_design,dpl_worst_slack,1.08,ns
floorplanning,core,13200,um2
route,dr_total_vias,2564,
yosys,avgSynthCellArea,22.3,um2
yosys,synth_chip_area,5420,um2
route,wl_met2,4410,um
route,wl,9080,um
yosys,largest_area_cell,"edfxtp_1",
cts,cts_sinks,140,
power,switching_share,0.196,
power,powerDensity,521,nW/um2
sta,slew_viol_final,0,
setup_path,worst_setup_path_end_kind,"output port",
sta,max_freq,0.321,GHz
yosys,synthCells,243,
route,viasPerCell,4.93,
cells_and_area,drive_gt1_frac,0.212,
yosys,synth-edff-count,128,
placed_design,dp_hpwl,5480,um
sta,final.setup_skew,0.00542,ns
route,drt-met1-wl,3550,um
yosys,async_flop_share,0.0857,
placed_design,port-buffer-count,73,
flow_run,max_cap_viol_count,0,
route,post_drt_wl_per_cell,17.5,um
yosys,ys_seq_frac,0.766,
sta,hold_viol,0,
yosys,yosys_cells,243,
setup_path,critPathArrivalTime,2.34,ns
power,internal-power,2.92,mW
sta,min_period_over_period,0.800,
yosys,ff_type,"edfxtp_1",
sta,slew_headroom,0.495,
route,drt_pass1_iterations,4,
global_routing,antenna_found_initial,1,
cts,htree_num_levels,4,
[path summary, 6_finish.rpt]
path | startpoint | end | slack, ns | cells after the start
max | rd_ptr[0]$_DFFE_PN0P_ | F_Data[7] | 0.78 | 3
min | F_SLastN$_DFFE_PN1P_ | F_SLastN$_DFFE_PN1P_ | 0.55 | 2
max reg2reg | wr_ptr[0]$_DFFE_PN0P_ | memblk.FIFO[0][17]$_DFFE_PP_ | 2.25 | 4
min reg2reg | F_SLastN$_DFFE_PN1P_ | F_SLastN$_DFFE_PN1P_ | 0.55 | 2
max in group asynchronous | RstN | rd_ptr[1]$_DFFE_PN0P_ | 2.74 | 1
min in group asynchronous | RstN | wr_ptr[1]$_DFFE_PN0P_ | 0.74 | 1
[logic make-up (layout without fill, tap and decap cells)]
family | after synthesis | after routing | share of synthesized area
AOI/OAI and AO/OA | 14 | 14 | 0.0164
xor gates and xnor gates | 2 | 2 | 0.00323
adders and majority gates | 10 | 10 | 0.0231
buffers and inverters | 18 | 119 | 0.0240
DFF | 140 | 140 | 0.766
muxes | 34 | 34 | 0.139
and+or+nand+nor | 25 | 25 | 0.0284
[layout make-up]
type | instances | area [um2]
clock buffers | 20 | 437
clock inverters | 12 | 146
fillers | 1078 | 6260
inverters | 8 | 30.0
multi-input cells | 85 | 1170
flip-flops and latches | 140 | 4150
well taps | 176 | 220
repair buffers | 79 | 826
[cells in the mapped netlist (2+ instances only)]
| cell | n |
|---|---|
| nor2b_1 | 5 |
| ha_1 | 10 |
| a21oi_1 | 2 |
| buf_2 | 5 |
| dfstp_2 | 4 |
| dfrtp_1 | 8 |
| nand3_1 | 2 |
| o21ai_0 | 4 |
| o22ai_1 | 2 |
| mux4_2 | 29 |
| and3_1 | 2 |
| nand2_1 | 3 |
| buf_12 | 3 |
| nand4_1 | 2 |
| edfxtp_1 | 128 |
| inv_1 | 8 |
| mux4_1 | 3 |
| nor4b_1 | 2 |
| nor2_1 | 2 |
[critical path, cell delays in order (launching register included)]
cell and delay [ns]:
dfrtp_2 0.64, buf_12 0.27, mux4_1 0.58, clkdlybuf4s50_1 0.42
[sequential cells by signal, indices dropped and copies added (netlist names)]
register / cells
F_EmptyN: 1
fcounter: 3
rd_ptr: 2
F_FirstN: 1
F_LastN: 1
memblk.FIFO: 128
F_FullN: 1
F_SLastN: 1
wr_ptr: 2
[power by group through the flow]
| stage | clock network [mW] | registers [mW] | logic, mW |
|---|---|---|---|
| 4_1_cts | 1.59 | 1.76 | 0.330 |
| 5_1_grt | 1.67 | 1.76 | 0.351 |
| 6_report | 1.56 | 1.76 | 0.320 |
[routing by layer]
metal	global-route usage	vias up
li1	-	1180
met3	0.0881	9
met1	0.222	1251
met4	0.0190	0
met5	0	-
met2	0.218	124
[through the flow]
stage	power [mW]	util	instance area (um2)	hold WS, ns	instances
5_1_grt	3.78	0.527	6980	0.571	520
6_report	3.64	0.527	6980	0.547	520
4_1_cts	3.68	0.527	6980	0.541	520
3_3_place_gp	2.11	0.483	6400	0.534	488
2_1_floorplan	1.92	-	5420	0.484	243
3_5_place_dp	2.11	0.483	6400	0.537	488
No activity file was given, so power comes from the tool's default toggle rates.
